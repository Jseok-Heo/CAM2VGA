==> ./design.v <==
module SCCB_MST
(
     input          I_CLK
    ,input          I_RST_N
    ,input [31:0]   I_DATA               
    ,input          I_START              
    ,output         O_BUSY               
    ,output         O_WAIT_INTR_CLR      
    ,input          I_INTR_CLR           
    ,output         O_SCCB_E_N           
    ,output         O_SIO_C              
    ,inout          IO_SIO_D             
);
    localparam H = 1'b1;
    localparam L = 1'b0;
    localparam STATE_IDLE = 2'd0;
    localparam STATE_RUN  = 2'd1;
    localparam STATE_INTR = 2'd2;
    reg  [ 5:0] r_phase_bit_cnt;
    reg  [31:0] r_data;
    reg         r_scl;
    reg         r_sda;
    reg         r_sio_d_oe_m_n;
    wire        w_is_wr_done;
    wire        w_is_data_valid;
    wire        w_exit_STATE_IDLE;
    wire        w_exit_STATE_RUN;
    wire        w_exit_STATE_INTR;
    reg  [ 1:0] r_state;
    reg  [ 1:0] r_next_state;
    reg         r_start;
    reg         r_intr_clr;
    always @(posedge I_CLK, negedge I_RST_N)
        if(!I_RST_N)    r_state <= STATE_IDLE;
        else            r_state <= r_next_state;
    always @(*) begin
             if(!I_RST_N)           r_next_state = STATE_IDLE;
        else if(w_exit_STATE_IDLE)  r_next_state = STATE_RUN;
        else if(w_exit_STATE_RUN)   r_next_state = STATE_INTR;
        else if(w_exit_STATE_INTR)  r_next_state = STATE_IDLE;
    end
    always @(posedge I_CLK, negedge I_RST_N)
             if(!I_RST_N)               r_data <= 32'h0;
        else if(r_state == STATE_IDLE)  r_data <= I_DATA;
    assign O_BUSY = r_state == STATE_RUN;
    assign O_WAIT_INTR_CLR = r_state == STATE_INTR;
    always @(posedge I_CLK, negedge I_RST_N)
             if(!I_RST_N)               r_start <= L;
        else if(w_exit_STATE_IDLE)      r_start <= L;
        else if(r_state == STATE_IDLE)  r_start <= I_START;
    always @(posedge I_CLK, negedge I_RST_N)
             if(!I_RST_N)               r_intr_clr <= L;
        else if(w_exit_STATE_INTR)      r_intr_clr <= L;
        else if(r_state == STATE_INTR)  r_intr_clr <= I_INTR_CLR;
        else                            r_intr_clr <= L;
    assign w_exit_STATE_IDLE = r_start      & (r_state == STATE_IDLE);
    assign w_exit_STATE_RUN  = w_is_wr_done & (r_state == STATE_RUN );
    assign w_exit_STATE_INTR = r_intr_clr   & (r_state == STATE_INTR);
    assign w_is_wr_done = r_phase_bit_cnt == 6'd33;
    assign w_is_data_valid   = (r_phase_bit_cnt >= 6'd3) && (r_phase_bit_cnt <= 6'd29);
    always @(posedge I_CLK, negedge I_RST_N)
        if(!I_RST_N)                    r_phase_bit_cnt <= 10'h0;
        else if(w_exit_STATE_RUN)       r_phase_bit_cnt <= 10'h0;
        else if(r_state == STATE_RUN)   r_phase_bit_cnt <= r_phase_bit_cnt + 6'd1;
    always @(*) begin
             if(!I_RST_N)                   r_scl = H;
        else if(r_phase_bit_cnt == 6'd0 )   r_scl = H;
        else if(r_phase_bit_cnt == 6'd1 )   r_scl = H;
        else if(r_phase_bit_cnt == 6'd2 )   r_scl = L;
        else if(r_phase_bit_cnt == 6'd30)   r_scl = H;
        else if(r_phase_bit_cnt == 6'd31)   r_scl = H;
        else                                r_scl = L;
    end
    always @(*) begin
             if(!I_RST_N)                   r_sda = H;
        else if(r_phase_bit_cnt == 6'd0 )   r_sda = H;
        else if(r_phase_bit_cnt == 6'd1 )   r_sda = L;
        else if(r_phase_bit_cnt == 6'd3 )   r_sda = I_DATA[23];
        else if(r_phase_bit_cnt == 6'd4 )   r_sda = I_DATA[22];
        else if(r_phase_bit_cnt == 6'd5 )   r_sda = I_DATA[21];
        else if(r_phase_bit_cnt == 6'd6 )   r_sda = I_DATA[20];
        else if(r_phase_bit_cnt == 6'd7 )   r_sda = I_DATA[19];
        else if(r_phase_bit_cnt == 6'd8 )   r_sda = I_DATA[18];
        else if(r_phase_bit_cnt == 6'd9 )   r_sda = I_DATA[17];
        else if(r_phase_bit_cnt == 6'd10)   r_sda = I_DATA[16];
        else if(r_phase_bit_cnt == 6'd11)   r_sda = H;  
        else if(r_phase_bit_cnt == 6'd12)   r_sda = I_DATA[15];
        else if(r_phase_bit_cnt == 6'd13)   r_sda = I_DATA[14];
        else if(r_phase_bit_cnt == 6'd14)   r_sda = I_DATA[13];
        else if(r_phase_bit_cnt == 6'd15)   r_sda = I_DATA[12];
        else if(r_phase_bit_cnt == 6'd16)   r_sda = I_DATA[11];
        else if(r_phase_bit_cnt == 6'd17)   r_sda = I_DATA[10];
        else if(r_phase_bit_cnt == 6'd18)   r_sda = I_DATA[ 9];
        else if(r_phase_bit_cnt == 6'd19)   r_sda = I_DATA[ 8];
        else if(r_phase_bit_cnt == 6'd20)   r_sda = H;  
        else if(r_phase_bit_cnt == 6'd21)   r_sda = I_DATA[ 7];
        else if(r_phase_bit_cnt == 6'd22)   r_sda = I_DATA[ 6];
        else if(r_phase_bit_cnt == 6'd23)   r_sda = I_DATA[ 5];
        else if(r_phase_bit_cnt == 6'd24)   r_sda = I_DATA[ 4];
        else if(r_phase_bit_cnt == 6'd25)   r_sda = I_DATA[ 3];
        else if(r_phase_bit_cnt == 6'd26)   r_sda = I_DATA[ 2];
        else if(r_phase_bit_cnt == 6'd27)   r_sda = I_DATA[ 1];
        else if(r_phase_bit_cnt == 6'd28)   r_sda = I_DATA[ 0];
        else if(r_phase_bit_cnt == 6'd29)   r_sda = H;  
        else if(r_phase_bit_cnt == 6'd30)   r_sda = L;
        else if(r_phase_bit_cnt == 6'd32)   r_sda = H;
        else                                r_sda = L;
    end
    always @(*) begin
             if(r_phase_bit_cnt == 6'd11)   r_sio_d_oe_m_n = H;    
        else if(r_phase_bit_cnt == 6'd20)   r_sio_d_oe_m_n = H;    
        else if(r_phase_bit_cnt == 6'd29)   r_sio_d_oe_m_n = H;    
        else                                r_sio_d_oe_m_n = L;
    end
    assign O_SIO_C  = r_scl | w_is_data_valid ? ~I_CLK : L;
    assign IO_SIO_D = r_sio_d_oe_m_n ? 1'hz : r_sda;
    assign O_SCCB_E_N = H;
endmodule
==> ./run.sh <==
#!/bin/bash
# OpenROAD 26Q1-2900-gdf79404cd8, Yosys 0.63+post, stock flow scripts
make -C /OpenROAD-flow-scripts/flow DESIGN_CONFIG=/design/flow/config.mk WORK_HOME=/design/flow/orfs finish
==> ./config.mk <==
export PLATFORM = sky130hd
export DESIGN_NAME = SCCB_MST
export DESIGN_NICKNAME = SCCB_MST
export VERILOG_FILES = /design/flow/design.v
export SDC_FILE = /design/flow/constraint.sdc
export NUM_CORES = 4
export LEC_CHECK = 1
export CORE_AREA = 10 10 77 77
export DIE_AREA = 0 0 87 87
==> ./constraint.sdc <==
current_design SCCB_MST

set clk_period 3.4
set clk_io_pct 0.2

create_clock -name clk0 -period $clk_period [get_ports {I_CLK}]

set non_clock_inputs [all_inputs -no_clocks]
set_input_delay [expr $clk_period * $clk_io_pct] -clock clk0 $non_clock_inputs
set_output_delay [expr $clk_period * $clk_io_pct] -clock clk0 [all_outputs]
==> flow_summary.yaml <==
# physical design summary
routing:
  firstDrtPassIters: 4
  wl_per_cell_um: 13.3
  wl_um: 3010
  postRouteAntennaNets: 0
  dr_total_vias: 1102
  diodes: 0
  drt_iter0_drc: 85
  vias_per_cell: 4.88
  drc: 0
critical_path:
  cp.required_ps: 2720
  reg2reg_slack_ps: 1500
  r2r_start: "r_phase_bit_cnt[1]"
  crit_path_end_kind: "output port"
  reg2reg_to: "r_phase_bit_cnt[0]"
  path_class: "clk -> out"
  critPathLaunchType: "clock port"
  r2r_cells: 5
  crit_arrival_ps: 2580
  cp_max_fo: 2
job:
  tool_warnings: 39
  maxCapViolations: 0
timing:
  hold_viol_final: 0
  fin_skew_ps: 4.95
  relSlewSlack: 0.535
  untimed_endpoints: 4
  fin_setup_tns_ps: 0
  rsz0062_at_grt: "false"
  fin_ws_ps: 136
  finalMaxSlewViolations: 0
  unclocked_regs: 2
  tightest_slew_ps: 698
  setup_violations: 0
synthesis:
  async_reset_ff_frac: 0.833
  synth-seq-cells: 12
  syn_avg_cell_area_um2: 7.44
  ys_cells: 147
  yosysWarnings: 2
  ys_types: 44
  synth-edff-count: 0
  ys_area_um2: 1090
  top_cells_by_area: "dfrtp_1 (23%), nand2_1 (6.2%), ha_1 (5.7%), o21ai_0 (5.5%), a21oi_1 (5.0%)"
  postSynthCellCount: 147
  synth_top_area_share: 0.229
  top_area_cell: "dfrtp_1"
  syn_area_um2: 1090
  ys_dominant_reg_cell: "dfrtp_1"
cts:
  cts_tree: "yes"
  hold_buffers: 0
  cts_resized: 0
  post_cts_buffers: 0
  clk_pin_slew_ps: 40
  worstSkewPairLatency_ps: 330
grt:
  grt_start_max_net_pins: 24
  grt_usage: 0.0826
  grt_pass1_vias: 1118
  antenna_found_initial: 0
  grt-ovfl-total: 0
  grt_pass1_wl_um: 5210
layout:
  finalInstanceArea_um2: 1510
  drive_gt1_frac: 0.0632
  syn_to_final_growth_pct: 38.3
  comb_area_um2: 718
  fill_cells: 452
  lay_top_cells: "clkdlybuf4s50_1 (30), nand2_1 (18), o21ai_0 (12)"
  final_core_util: 0.347
  layout_top_cell: "clkdlybuf4s50_1"
  flop_area_um2: 280
hold_path:
  holdPathEnd: "r_start"
  min_from: "r_start"
  whs_path_depth: 2
  hold_path_class: "reg -> reg"
pwr:
  p_leak_nw: 0.607
  ir_worst_vdd_mv: 0.168
  power.density_nw_per_um2: 475
placed_design:
  dp_hpwl_um: 2270
  portBuffers: 30
  placed_cell_area_um2: 1420
  place.gp.congestion: 0.870
  place_ws_ps: 473
floorplanning:
  die_area_um2: 7570
  die_w_um: 87
  dieHeight_um: 87
  pin_count: 41
  core_util_floorplan: 0.251
  num_rows: 24
  fp.coreArea_um2: 4350
outcome:
  status: "completed"
[final cells by class]
class                   count  area share
clock buffers               8      0.0703
flip-flops and latches     12       0.185
multi-input cells         113       0.475
repair buffers             31       0.202
inverters                  10      0.0248
well taps                  52      0.0430
[Yosys cell counts (3+ instances only)]
master,count
dfrtp_1,10
ha_1,5
a221o_1,3
nor3_1,4
a211oi_1,4
nor2_1,7
nor2b_1,3
buf_2,7
inv_1,9
nand2_1,18
o21ai_0,12
a21oi_1,11
clkbuf_1,3
nand2b_1,7
mux2i_1,3
[report_power, final]
group          internal (mW)  total [mW]  leakage (nW)  switching, mW
sequential             0.136       0.204         0.146         0.0675
clock                  0.196       0.262        0.0558         0.0658
combinational          0.129       0.252         0.405          0.123
total                  0.461       0.718         0.607          0.257
[routing by layer]
| metal | global-route usage | wire [um] | up-vias |
|---|---|---|---|
| li1 | - | - | 578 |
| met1 | 0.105 | 1290 | 498 |
| met2 | 0.135 | 1470 | 24 |
| met3 | 0.0292 | 229 | 2 |
| met4 | 0.0103 | 19 | 0 |
| met5 | 0 | 0 | - |
[how the worst max path moves through the flow]
| stage | endpoint | from | cells after the start |
|---|---|---|---|
| 6_report | O_SIO_C | I_CLK | 4 |
| 4_1_cts | O_SIO_C | I_CLK | 4 |
| 5_1_grt | IO_SIO_D | r_phase_bit_cnt[0] | 7 |
[per-stage QoR]
step                      std cells  hold WS [ps]  power [mW]
after floorplan                 147           384       0.387
after detailed placement        219           538       0.480
after CTS                       226           554       0.731
after global placement          219           528       0.481
after global routing            226           581       0.792
final                           226           548       0.718
[registers in the layout, summed over array words and instances (netlist names)]
signal	cells
r_phase_bit_cnt	6
r_next_state	2
r_state	2
r_intr_clr	1
r_start	1
[worst max-delay path, stage by stage]
cell and delay [ps]:
clkbuf_8 110, clkbuf_8 120, a21oi_1 160, clkdlybuf4s50_1 500
[logic make-up after synthesis]
| family | share of synthesized area |
|---|---|
| xor gates and xnor gates | 0.0240 |
| muxes | 0.0275 |
| and+or+nand+nor | 0.269 |
| DFF | 0.229 |
| adders and majority gates | 0.0572 |
| AOI/OAI and AO/OA | 0.276 |
| buffers and inverters | 0.0869 |
| other | 0.00343 |
| latches | 0.0275 |
Power is estimated from default activity; no workload was simulated.
