<file path="flow/config.mk">
export PLATFORM = sky130hd
export DESIGN_NAME = VGA_CTRL
export DESIGN_NICKNAME = VGA_CTRL
export VERILOG_FILES = /design/flow/design.v
export SDC_FILE = /design/flow/constraint.sdc
export NUM_CORES = 4
export LEC_CHECK = 1
export CORE_UTILIZATION = 30
</file>
<file path="flow/constraint.sdc">
current_design VGA_CTRL

set clk_period 3.0
set clk_io_pct 0.2

create_clock -name clk0 -period $clk_period [get_ports {I_CLK}]

set non_clock_inputs [all_inputs -no_clocks]
set_input_delay [expr $clk_period * $clk_io_pct] -clock clk0 $non_clock_inputs
set_output_delay [expr $clk_period * $clk_io_pct] -clock clk0 [all_outputs]
</file>
<file path="flow/design.v">
module VGA_CTRL
#(
     parameter DW_R = 8
    ,parameter DW_G = 8
    ,parameter DW_B = 8
)
(
     input				I_CLK					 
    ,input				I_RST_N					 
    ,input	[DW_R-1:0]	I_R						 
    ,input	[DW_G-1:0]	I_G
    ,input	[DW_B-1:0]	I_B
    ,output	[DW_R-1:0]	O_VGA_R					 
    ,output	[DW_G-1:0]	O_VGA_G
    ,output [DW_B-1:0]  O_VGA_B		
    ,output	            O_VGA_H_SYNC			 
    ,output	            O_VGA_V_SYNC			 
);
localparam	H_SYNC_RETRACE		=	96;              
localparam	H_SYNC_LEFT_BORDER	=	48;              
localparam	H_SYNC_ACTIVE   	=	640;	
localparam	H_SYNC_RIGHT_BORDER	=	16;              
localparam	H_SYNC_TOTAL        =   H_SYNC_RETRACE
                                +   H_SYNC_LEFT_BORDER
                                +   H_SYNC_ACTIVE
                                +   H_SYNC_RIGHT_BORDER;     
localparam	V_SYNC_RETRACE		    =	2;                       
localparam	V_SYNC_TOP_BORDER	    =	33;	                     
localparam	V_SYNC_ACTIVE	        =	480;
localparam	V_SYNC_BOTTOM_BORDER    =	10;                      
localparam	V_SYNC_TOTAL    	    =	V_SYNC_RETRACE
                                    +	V_SYNC_TOP_BORDER
                                    +	V_SYNC_ACTIVE
                                    +	V_SYNC_BOTTOM_BORDER;    
localparam  H           = 1'b1;
localparam  L           = 1'b0;
localparam  DISABLED    = 1'b0;
localparam  ENABLED     = 1'b1;
localparam	X_START		=	H_SYNC_RETRACE + H_SYNC_LEFT_BORDER;     
localparam	X_END		=	X_START + H_SYNC_ACTIVE;                 
localparam	Y_START		=	V_SYNC_RETRACE + V_SYNC_TOP_BORDER;		 
localparam	Y_END		=	Y_START + V_SYNC_ACTIVE;                 
reg [9:0] r_h_cnt;
reg [9:0] r_v_cnt;
reg       r_h_data_enable;
reg       r_v_data_enable;
wire    w_is_h_cnt_ended                = (r_h_cnt == H_SYNC_TOTAL-1);
wire    w_is_left_border_almost_ended   = (r_h_cnt == X_START-2);
wire    w_is_left_border_ended          = (r_h_cnt == X_START-1);
wire    w_start_of_h_active             = (r_h_cnt == X_START);
wire    w_is_h_active                   = (r_h_cnt >= X_START && r_h_cnt < X_END);
wire    w_is_h_active_almost_ended      = (r_h_cnt == X_END-2);
wire    w_end_of_h_active               = (r_h_cnt == X_END-1);
wire    w_is_v_cnt_ended                = (r_v_cnt == V_SYNC_TOTAL-1);
wire    w_is_top_border_almost_ended    = (r_v_cnt == Y_START-2);
wire    w_is_top_border_ended           = (r_v_cnt == Y_START-1);
wire    w_start_of_v_active             = (r_v_cnt >= Y_START);
wire    w_is_v_active                   = (r_v_cnt >= Y_START && r_v_cnt < Y_END);
wire    w_is_v_active_almost_ended      = (r_v_cnt == Y_END-2);
wire    w_end_of_v_active               = (r_v_cnt == Y_END-1);
wire    w_is_data_writable              = r_h_data_enable && r_v_data_enable;
wire    w_is_start_of_frame             = (r_h_cnt == X_START && r_v_cnt == 10'd0);
wire    w_is_end_of_frame               = (r_h_cnt == X_END   && r_v_cnt == Y_END);
reg [DW_R-1:0]  r_R;
reg [DW_R-1:0]  r_G;
reg [DW_R-1:0]  r_B;
always @(posedge I_CLK, negedge I_RST_N)
         if(!I_RST_N)           r_R <= {DW_R{1'b0}};
    else if(w_is_data_writable) r_R <= I_R;
always @(posedge I_CLK, negedge I_RST_N)
         if(!I_RST_N)           r_G <= {DW_G{1'b0}};
    else if(w_is_data_writable) r_G <= I_G;
always @(posedge I_CLK, negedge I_RST_N)
         if(!I_RST_N)           r_B <= {DW_B{1'b0}};
    else if(w_is_data_writable) r_B <= I_B;
assign O_VGA_R = r_R;
assign O_VGA_G = r_G;
assign O_VGA_B = r_B;
always @(posedge I_CLK, negedge I_RST_N)
         if(!I_RST_N)                       r_h_data_enable <= DISABLED;
    else if(w_is_left_border_almost_ended)  r_h_data_enable <= ENABLED;
    else if(w_is_h_active_almost_ended)     r_h_data_enable <= DISABLED;
always @(posedge I_CLK, negedge I_RST_N) 
         if(!I_RST_N)                       r_v_data_enable <= DISABLED;
    else if(w_is_top_border_almost_ended)   r_v_data_enable <= ENABLED;
    else if(w_is_v_active_almost_ended)     r_v_data_enable <= DISABLED;
always @(posedge I_CLK, negedge I_RST_N)
         if(!I_RST_N)           r_h_cnt <= 10'h0;
    else if(w_is_h_cnt_ended)   r_h_cnt <= 10'h0;
    else                        r_h_cnt <= r_h_cnt + 10'd1;
assign O_VGA_H_SYNC = (r_h_cnt >= 0) && (r_h_cnt < H_SYNC_RETRACE) ? L : H;
always @(posedge I_CLK, negedge I_RST_N)
         if(!I_RST_N)           r_v_cnt <= 10'h0;
    else if(w_is_v_cnt_ended)   r_v_cnt <= 10'h0;
    else if(w_is_h_cnt_ended)   r_v_cnt <= r_v_cnt + 10'd1;
assign O_VGA_V_SYNC = (r_v_cnt >= 0) && (r_v_cnt < V_SYNC_RETRACE) ? L : H;
endmodule
</file>
<file path="flow/run.sh">
#!/bin/bash
# OpenROAD 26Q1-2900-gdf79404cd8, Yosys 0.63+post, stock flow scripts
make -C /OpenROAD-flow-scripts/flow DESIGN_CONFIG=/design/flow/config.mk WORK_HOME=/design/flow/orfs finish
</file>
==> impl_metrics.json <==
{
  "r2r_end": "r_v_cnt[1]",
  "wl_per_cell_um": 12.5,
  "seqPwrFrac": 0.582,
  "worst_r2r_startpoint": "r_h_cnt[0]",
  "die_h_um": 85.1,
  "logic_area_um2": 851,
  "power_density_mw_per_mm2": 401,
  "postSynth.asyncResetShare": 1.00,
  "edf_count": 0,
  "crit_arrival_ps": 1920,
  "end_kind": "primary output",
  "crit_type": "reg2out",
  "cts-resized-gates": 0,
  "r2r_slack_ps": 1100,
  "period_needed_ps": 2520,
  "slew_viol_final": 0,
  "skew_ps": 5.77,
  "tritoncts": "built",
  "clock_sinks": 46,
  "pwr-share-clk": 0.339,
  "first_global_vias": 1333,
  "crit_end": "O_VGA_V_SYNC",
  "n_antenna_cell": 0,
  "cap_violations": 0,
  "postRouteAntennaNets": 0,
  "drc": 0,
  "drtIter0Drc": 47,
  "post-cts-setup-buffer-count": 0,
  "antenna_found_initial": 0,
  "slew_headroom": 0.545,
  "netlist_instances": 173,
  "layout_top_cells": "50 x clkdlybuf4s50_1, 46 x dfrtp_1, 25 x mux2_2",
  "ys_cells": 173,
  "fin_ws_ps": 485,
  "place_worst_setup_slack_ps": 810,
  "initCoreUtil": 0.319,
  "p_sw_mw": 0.238,
  "clockRootBuffer": "clkbuf_8",
  "grtUsageTotal": 0.114,
  "fillers": 599,
  "fin_setup_tns_ps": 0,
  "cp-start-kind": "register",
  "cts_buffers": 5,
  "ys.flop_type": "dfrtp_1",
  "cp.required_ps": 2400,
  "grt_pass1_wl_um": 6490,
  "regArea_mm2": 0.00115,
  "clockBufferDepth": 2,
  "rows": 29,
  "via_per_inst": 4.78,
  "min_path_type": "in2async",
  "core-area_mm2": 0.00649,
  "cp_max_fo": 5,
  "hold_viol": 0,
  "yosys-stat-area_mm2": 0.00207,
  "drt-total-wl_um": 3810,
  "switching_share": 0.216,
  "fmax_ghz": 0.398,
  "path_clk_slew_ps": 90,
  "io_pins": 52,
  "cp-startpoint": "r_v_cnt[6]",
  "yosysTopAreaCellShare": 0.556,
  "syn-cell-area_mm2": 0.00207,
  "vias": 1463,
  "dp_hpwl_um": 2660,
  "h-tree-depth": 2,
  "status": "finished clean",
  "tightest_slew_ps": 682,
  "ys_seq_share": 0.556,
  "peakVddDrop_uv": 206,
  "syn2layout_area_growth_pct": 32.7,
  "power_frac_comb": 0.079,
  "setup_viol": 0,
  "ys_warn_count": 1,
  "ys_top_cells_by_area": "dfrtp_1 56%, mux2_2 14%, ha_1 3.0%",
  "top_area_cell": "dfrtp_1",
  "grt_setup_unrepaired": "false",
  "clock_latency_ps": 290,
  "numSynthFlops": 46,
  "p_leak_nw": 1.14,
  "avgSynthCellArea_um2": 12.0,
  "dieArea_mm2": 0.00724,
  "rr_worst_depth": 5,
  "first_pass_iters": 4,
  "drive_gt1_frac": 0.175,
  "fp.dieW_um": 85.1,
  "grt_max_degree": 31,
  "intPower_mw": 0.865,
  "finalClockPeriodUsage": 0.838,
  "overflow": 0,
  "holdBufCountCts": 0,
  "layout_top_cell": "clkdlybuf4s50_1",
  "numPortBuffers": 51,
  "warning_count": 28,
  "place.gp.congestion": 0.793,
  "yosysUniqueCellTypes": 35
}
final cells by class:
type,count,area share
flip-flops and latches,46,0.419
clock buffers,5,0.0250
multi-input cells,111,0.309
well taps,77,0.0350
inverters,11,0.0150
clock inverters,3,0.00773
repair buffers,53,0.189
state kept, by name, summed over array words and instances, names as in the netlist:
register and count:
r_h_cnt 10, r_v_cnt 10, r_B 8, r_G 8, r_R 8, r_h_data_enable 1
r_v_data_enable 1
critical path: stages (launching register included):
cell,delay [ps]
dfrtp_1,430
nor4_1,590
nand4_1,160
clkdlybuf4s50_1,440
cells by family (layout without fill, tap and decap cells):
logic type                 Yosys count  count (layout)  synth area share
buffers and inverters               16              72            0.0338
and+or+nand+nor                     54              54             0.146
DFF                                 46              46             0.556
adders and majority gates            5               5            0.0302
muxes                               26              26             0.141
xor gates and xnor gates            11              11            0.0465
AOI/OAI and AO/OA                   15              15            0.0477
power groups by stage:
stage / logic, mW / registers [mW] / clock network, mW
4_1_cts: 0.0896 / 0.643 / 0.395
5_1_grt: 0.0961 / 0.645 / 0.417
6_report: 0.0870 / 0.643 / 0.374
per-stage QoR:
stage / instances / hold slack (ps) / total power, mW / area (µm²) / utilization
after CTS: 306 / 359 / 1.13 / 2750 / 0.423
after global placement: 298 / 482 / 0.744 / 2660 / 0.410
after global routing: 306 / 384 / 1.16 / 2750 / 0.423
after detailed placement: 298 / 485 / 0.744 / 2660 / 0.410
final: 306 / 333 / 1.10 / 2750 / 0.423
after floorplan: 173 / 304 / 0.665 / 2070 / -
how the worst min path moves through the flow:
stage | from | to | slack, ps | cells after the start
6_report | I_RST_N | r_B[4] | 330 | 1
4_1_cts | I_RST_N | r_B[4] | 360 | 1
5_1_grt | I_RST_N | r_B[4] | 380 | 1
per-layer routing:
| metal | up-vias | routed length [µm] | track usage |
|---|---|---|---|
| met1 | 676 | 1960 | 0.200 |
| met4 | 0 | 42 | 0.0108 |
| li1 | 716 | - | - |
| met2 | 67 | 1460 | 0.152 |
| met5 | - | 0 | 0 |
| met3 | 4 | 350 | 0.0286 |
synthesized netlist by cell type (all sizes together), types with 3 or more instances:
master and n:
nand2 11, o21ai 3, dfrtp 46, ha 5
mux2 25, nand3 8, nor3 4, inv 11
nor2 11, and2 3, a21oi 3, xor2 4
buf 3, a31oi 4, nand4 5, xnor2 7
Power is estimated from default activity; no workload was simulated.
